## /design/flow/config.mk

```make
export PLATFORM = sky130hd
export DESIGN_NAME = uart_tx
export DESIGN_NICKNAME = uart_tx
export VERILOG_FILES = /design/flow/design.v
export SDC_FILE = /design/flow/constraint.sdc
export NUM_CORES = 4
export LEC_CHECK = 1
export CORE_AREA = 10 10 108 108
export DIE_AREA = 0 0 118 118
```

## /design/flow/constraint.sdc

```tcl
current_design uart_tx

set clk_period 2.6
set clk_io_pct 0.2

create_clock -name clk0 -period $clk_period [get_ports {clk}]

set non_clock_inputs [all_inputs -no_clocks]
set_input_delay [expr $clk_period * $clk_io_pct] -clock clk0 $non_clock_inputs
set_output_delay [expr $clk_period * $clk_io_pct] -clock clk0 [all_outputs]
```

## /design/flow/run.sh

```bash
#!/bin/bash
# OpenROAD 26Q1-2900-gdf79404cd8, Yosys 0.63+post, stock flow scripts
make -C /OpenROAD-flow-scripts/flow DESIGN_CONFIG=/design/flow/config.mk WORK_HOME=/design/flow/orfs finish
```

## /design/flow/design.v

```verilog
module div(
				input        clk_16m,
				input        rst_n,
				input [1:0]  bps_set,  
				output  reg  clk_bps
);
reg [10:0]  cnt;
always@(posedge clk_16m or negedge rst_n)
begin
	if(!rst_n)
		begin
			cnt <= 0;
			clk_bps <= 0;
		end
	else
		case(bps_set)
			2'b00:
					begin
						if(cnt==11'd833)
							begin
								clk_bps <= 1;
								cnt <= cnt+1;
							end
						else if (cnt==11'd1666)
							begin
								clk_bps <= 0;
								cnt <= 0;
							end
						else 
							cnt <= cnt+1;
					end
			2'b01:
					begin
						if(cnt==11'd417)
							begin
								clk_bps <= 1;
								cnt <= cnt+1;
							end
						else if (cnt==11'd834)
							begin
								clk_bps <= 0;
								cnt <= 0;
							end
						else 
							cnt <= cnt+1;
					end
			2'b10:
					begin
						if(cnt==11'd208)
							begin
								clk_bps <= 1;
								cnt <= cnt+1;
							end
						else if (cnt==11'd416)
							begin
								clk_bps <= 0;
								cnt <= 0;
							end
						else 
							cnt <= cnt+1;					
					end
		endcase
end
endmodule
module tx(
				input              clk,                 
				input              rst_n,               
				input      [7:0]   datain,              
				input              rdy,                 
				output reg         busy,                
				output reg         tx                   
);
reg rdybuf, rdyrise;
always @(posedge clk)
begin
   rdybuf <= rdy;
   rdyrise <= (~rdybuf) & rdy;  
end
reg [3:0] cnt; 
reg send;
always @(posedge clk)
begin
  if (rdyrise &&  (~busy))   
  begin
     send <= 1'b1;
  end
  else if(cnt == 4'd11)       
  begin
     send <= 1'b0;
  end
end
reg       check;     
parameter value = 1'b0;
always @(posedge clk or negedge rst_n)
begin
  if (!rst_n) begin
         tx    <= 1'b0;
         busy  <= 1'b0;
			cnt   <= 4'd0;
			check <= 1'b0;
  end		
  else if(send == 1'b1)  begin
    case(cnt)                  
    4'd0: begin
         tx   <= 1'b0;
         busy <= 1'b1;
         cnt  <= cnt + 4'd1;
			end
    4'd1: begin
         tx    <= datain[0];     
         check <= datain[0]^value;
         busy  <= 1'b1;
         cnt   <= cnt + 4'd1;
			end
    4'd2: begin
         tx    <= datain[1];     
         check <= datain[1]^check;
         busy  <= 1'b1;
         cnt   <= cnt + 4'd1;
			end
    4'd3: begin
         tx <= datain[2];     
         check <= datain[2]^check;
         busy <= 1'b1;
         cnt <= cnt + 4'd1;
			end
    4'd4: begin
         tx <= datain[3];     
         check <= datain[3]^check;
         busy <= 1'b1;
         cnt <= cnt + 4'd1;
			end
    4'd5: begin 
         tx <= datain[4];     
         check <= datain[4]^check;
         busy <= 1'b1;
         cnt <= cnt + 4'd1;
			end
    4'd6: begin
         tx <= datain[5];     
         check <= datain[5]^check;
         busy <= 1'b1;
         cnt <= cnt + 4'd1;
			end
    4'd7: begin
         tx <= datain[6];     
         check <= datain[6]^check;
         busy <= 1'b1;
         cnt <= cnt + 4'd1;
			end
    4'd8: begin 
         tx <= datain[7];     
         check <= datain[7]^check;
         busy <= 1'b1;
         cnt <= cnt +4 'd1;
			end
    4'd9: begin
         tx <= check;       
         check <= datain[0]^value;
         busy <= 1'b1;
         cnt <= cnt + 4'd1;
			end
    4'd10: begin
         tx <= 1'b1;          
         busy <= 1'b1;
         cnt <= cnt + 4'd1;
			end
    4'd11: begin
         tx <= 1'b1;             
         busy <= 1'b0;        
         cnt <= cnt + 4'd1;
			end
    default: begin
         cnt <= cnt + 4'd1;
			end
   endcase
  end
  else  
		begin
			tx <= 1'b1;
			cnt <= 4'd0;
			busy <= 1'b0;
		end
end
endmodule
`timescale 1ns/1ps
module uart_tx(
					input              clk,               
					input              rst_n,             
					input      [7:0]   datain,          
					input      [1:0]   bps_set,	
					input              rdy,              
					output wire        busy,          
					output wire        tx              
);
wire clk_wire;
div u0(
			.clk_16m(clk),
			.rst_n(rst_n),
			.bps_set(bps_set),
			.clk_bps(clk_wire)
);
tx u1(
			.clk(clk_wire),              
			.rst_n(rst_n),             
			.datain(datain),        
			.rdy(rdy),              
			.busy(busy),             
			.tx(tx)                  
);
endmodule
```

==> ci_impl_report.md <==
### Flow metrics

| Metric | Value |
|---|---|
| Status | finished, final reports clean |
| Maximum fanout along the worst path | 10 |
| YS chip area | 1520 sq um |
| M3 GR Usage | 0.0151 |
| Post-CTS resize count | 0 |
| Maximum clock rate | about 430 MHz |
| Worst skew pair latency | 0.24 ns |
| Fin crit period | 2.33 ns |
| Asr flop ratio synth | 0.864 |
| Post-Syn Area | 1520 sq um |
| #FFs+latches synth | 22 |
| Flop-to-flop setup slack | 0.46 ns |
| Synth top area share | 0.313 |
| Die height | 118 um |
| Reg-to-reg startpoint | u0.cnt[0] |
| Hold Crit Class | flip-flop to flip-flop |
| Hold violation total from the final report | 0 |
| Register pins left without a clock | 10 |
| Syn Inst Count | 169 |
| Pwr/cell area | between 300 and 400 nW/um^2 |
| ANT cells | 0 |
| Register share after synthesis | 0.353 |
| Worst Setup SP | bps_set[0] |
| Setup_tns | 0 ns |
| Overall power | ~0.62 mW |
| H-tree level count | 1 |
| Worst VDD drop | about 0.22 mV |
| Die X | 118 um |
| Cell type with the largest total area | dfrtp_1 |
| Vias in the first global route | approximately 1100 |
| Synth mux share | 0.0206 |
| CTS Buffer Depth | 2 |
| Complex Gates by Area | 0.168 |
| Commonest cells in the netlist | 19 x dfrtp_1, 16 x inv_1, 15 x nand2_1 |
| Worst relative slew slack | 0.611 |
| Commonest flop | dfrtp_1 |
| Remaining DRCs | 0 |
| GRT Total Usage | 0.0419 |
| CTS root buf | clkbuf_8 |
| # Post-CTS Setup Buffers | 0 |
| Core Area | 9280 sq um |
| DRT Wirelength | 3080 um |
| CTS Hold Bufs | 0 |
| Unique cell types | 49 |
| Synth Area in XOR/XNOR | 0.0346 |
| GPL Wtd Cong | 0.843 |
| Total number of vias | approximately 1200 |
| CP Capture Type | flip-flop |
| Yosys warns | 2 |
| Wire length per cell | 9.86 um |
| Die ar. | 13900 sq um |
| Clock Skew | 0.00139 ns |
| Largest net degree at the start of global routing | 14 |
| Clock slew at reported path FFs | 0.05 ns |
| Number of unconstrained endpoints | 12 |
| FA/HA/MAJ Cells, Area Fraction | 0.0989 |
| Placed wire-length estimate | approximately 2400 um |
| Initial Util | 0.163 |
| Syn Area/Cell | 8.98 sq um |
| First-pass GRT wire length | 5200 um |
| Kind of critical path | input pin to flip-flop |
| Setup Viol. Count Final | 0 |
| Setup crit start kind | input pin |
| Ys cells | 169 |
| Initial antenna violation count | 0 |
| DRT antenna net count | 0 |
| Final Cycle Share | 0.897 |
| Synth logic family | simple AND/OR/NAND/NOR gates |
| Filler cell count | slightly above 1000 |
| Hold path start | u0.cnt[1] |
| Worst hold slack | 0.571 ns |
| EDFF count, synth | 0 |
| Basic Gates by Area | 0.262 |
| Max Cap Viol | 0 |
| CP Data Required Time | between 2 and 3 ns |
| Via/cell ratio | 3.96 |
| Worst-Margin Slew | 0.581 ns |
| I/O pin count | 15 |
| Share of layout cells above drive strength 1 | 0.0601 |
| CTS tree | done |
| Most common cell in the synthesized netlist | dfrtp_1 |
| RSZ-0062 raised after global routing | false |
| Worst Path Arrival | 2.49 ns |
| CTS Buf Count | 3 |
| Iter 0 DRT Violations | ~100 |
| GRT met2 Usage | 0.0559 |
| Met1 Use GR | 0.0650 |
| Cell area leaders | dfrtp_1 31%, ha_1 9.9%, dfxtp_1 4.0%, inv_1 4.0%, nand2_1 3.7% |
| Total congestion overflow | 0 |
| Core Rows | 35 |
| GRT busiest layer | met1 |
| Input/output buffers | 14 |
| Detailed-router iteration count before antenna repair | 6 |
| Area delta synth->final | 22.2% |
| Max-slew violation count | 0 |
| Leakage | 0.766 nW |
| Log Warnings | 34 |
[placed cells by master, fill, tap and decap left out, drive strengths merged, types with 7 or more instances in the layout]
cell	n
a21oi	8
clkdlybuf4s50	14
dfrtp	19
ha	12
inv	16
nand2	15
nand3	7
nor2	14
o21ai	8
[worst max-delay path, stage by stage]
cell	delay (ns)
clkdlybuf4s50_1	0.51
inv_1	0.07
ha_1	0.31
inv_1	0.07
nand4_1	0.07
o31a_1	0.37
or4b_1	0.47
o21ai_0	0.10
[flip-flops by register name (all words and copies together), names as in the netlist]
register	flops
u0.cnt	11
u1.send	1
u1.busy	1
u1.cnt	4
u1.check	1
u1.tx	1
u1.rdybuf	1
u1.rdyrise	1
u0.clk_bps	1
[worst paths after layout]
path | cells past startpoint | end
min in group asynchronous | 1 | u0.cnt[3]
max in group asynchronous | 1 | u0.cnt[4]
worst max register to register | 7 | u0.cnt[8]
worst min-delay path | 2 | u0.cnt[1]
worst min register to register | 2 | u0.cnt[1]
worst max-delay path | 8 | u0.cnt[8]
[cell type report]
type,instances,area (sq um),share of cell area
flip-flops and latches,22,536,0.289
repair buffers,16,155,0.0837
well taps,129,161,0.0870
clock buffers,4,55.1,0.0297
inverters,16,60.1,0.0324
multi-input cells,125,887,0.478
[logic make-up (layout without fill, tap and decap cells)]
family | Yosys count | after routing
adder cells (fa/ha/maj) | 12 | 12
multiplexers | 3 | 3
XOR/XNOR | 6 | 6
AND/OR/NAND/NOR | 69 | 69
buffers and inverters | 22 | 36
flip-flops | 22 | 22
AND-OR/OR-AND | 35 | 35
[power breakdown]
part           internal [mW]  switching (mW)  total (mW)  leakage [nW]
Clock                  0.134          0.0715       0.205        0.0288
Combinational         0.0766          0.0880       0.165         0.467
Sequential             0.211          0.0429       0.254         0.271
[through the flow]
stage                     utilization  std cells  worst slack, ns  instance area, sq um
after detailed placement        0.194        308           0.0447                  1800
after CTS                       0.200        312            0.284                  1850
after floorplan                     -        169            0.770                  1520
after global routing            0.200        312            0.108                  1850
after global placement          0.194        308            0.125                  1800
final                           0.200        312            0.268                  1850
[metal layers]
| metal | wire length (um) | vias up |
|---|---|---|
| met5 | 0 | - |
| met4 | 6 | 0 |
| met3 | 235 | 2 |
| met1 | 1600 | 557 |
| met2 | 1230 | 47 |
| li1 | - | 631 |
No activity file was given, so power comes from the tool's default toggle rates.
